**flow/design.v**
```verilog
module projectCPU2021(
  clk,
  rst,
  wrEn,
  data_fromRAM,
  addr_toRAM,
  data_toRAM,
  PC,
  W
);
input clk, rst;
input wire [15:0] data_fromRAM;
output reg [15:0] data_toRAM;
output reg wrEn;
output reg [12:0] addr_toRAM;
output reg [12:0] PC;  
output reg [15:0] W;  
reg [3:0] counter, counterNext;
reg [15:0] num, numNext;
reg [2:0]  opcode, opcodeNext;
reg [12:0] operand, operandNext;
reg [12:0] PCnext;
reg [2:0]  state, stateNext;
reg [15:0] Wnext;
always @(posedge clk) begin
    counter <= #1 counterNext;
    num     <= #1 numNext;
    opcode  <= #1 opcodeNext;
    operand <= #1 operandNext;
    PC      <= #1 PCnext;
    state   <= #1 stateNext;
    W       <= #1 Wnext;
end
always @* begin
    addr_toRAM  = 0;
    counterNext = counter;
    data_toRAM  = 0;
    numNext     = num;
    opcodeNext  = opcode;
    operandNext = operand;
    PCnext      = PC;
    stateNext   = state;
    Wnext       = W;
    wrEn        = 0;
    if(rst) begin
        addr_toRAM  = 0;
        counterNext = 0;
        data_toRAM  = 0;
        numNext     = 0;
        opcodeNext  = 0;
        operandNext = 0;
        PCnext      = 0;
        stateNext   = 0;
        Wnext       = 0;    
        wrEn        = 0;    
    end
    case(state)
        0: begin                                  
            counterNext = 0;
            data_toRAM  = 0;                      
            numNext     = 0;                      
            opcodeNext  = opcode;                 
            operandNext = operand;                
            addr_toRAM  = PC;                     
            PCnext      = PC;                     
            Wnext       = W;                      
            wrEn        = 0;                      
            stateNext   = 1;                      
        end
        1: begin                                  
           counterNext = 0;
            data_toRAM  = 0;                      
            numNext     = 0;                      
            addr_toRAM  = data_fromRAM[12:0];     
            opcodeNext  = data_fromRAM[15:13];    
            operandNext = data_fromRAM[12:0];     
            PCnext      = PC;                     
            Wnext       = W;                      
            wrEn        = 0;                      
            if(data_fromRAM[12:0] == 0) begin     
                stateNext = 5;                    
            end
            else begin                            
                if(data_fromRAM[15:13] == 3'b110)
                    stateNext = 4;                
                else if(data_fromRAM[15:13] == 3'b100 || data_fromRAM[15:13] == 3'b111)
                    stateNext = 3;                
                else
                    stateNext = 2;                
            end
        end
        2: begin                                  
            addr_toRAM = 0;                       
            data_toRAM = 0;                       
            counterNext = 0;
            numNext     = data_fromRAM;           
            opcodeNext  = opcode;                 
            operandNext = operand;                
            wrEn        = 0;                      
            if(opcode == 3'b000) begin            
                Wnext  = W + data_fromRAM;
                PCnext = PC + 1;                  
            end
            else if(opcode == 3'b001) begin       
                Wnext  = ~(W & data_fromRAM);
                PCnext = PC + 1;                  
            end
            else if(opcode == 3'b010) begin       
                if(data_fromRAM < 16) begin
                    Wnext  = W >> data_fromRAM;
                    PCnext = PC + 1;              
                end
                else if(data_fromRAM > 16 && data_fromRAM < 31) begin
                    Wnext  = W << data_fromRAM[3:0];
                    PCnext = PC + 1;              
                end
                else 
                    stateNext = 7;
            end
            else if(opcode == 3'b011) begin       
                Wnext  = W >= data_fromRAM;
                PCnext = PC + 1;                  
            end
            else if(opcode == 3'b101) begin       
                Wnext = data_fromRAM;
                PCnext      = PC + 1;             
            end
            if(~(opcode == 3'b010 && data_fromRAM > 32))
                stateNext = 0;                    
        end
        3: begin                                  
            addr_toRAM = 0;                       
            counterNext = 0;
            data_toRAM = 0;                       
            numNext     = data_fromRAM;           
            opcodeNext  = opcode;                 
            operandNext = operand;                
            Wnext       = W;                      
            wrEn        = 0;                      
            if(opcode == 3'b100)                  
                PCnext = (data_fromRAM == 0) ? (PC + 2) : (PC + 1);
            else if(opcode == 3'b111)             
                PCnext = data_fromRAM[12:0];
            stateNext = 0;                        
        end
        4: begin                                  
            counterNext = 0;
            numNext = 0;                          
            opcodeNext  = opcode;                 
            operandNext = operand;                
            PCnext      = PC + 1;                 
            Wnext       = W;                      
            if(opcode == 3'b110 && operand == 0)
                addr_toRAM = num;
            else                                  
                addr_toRAM = operand;             
            data_toRAM = W;                       
            wrEn       = 1;                       
            stateNext = 0;                        
        end
        5: begin
            counterNext = 0;
            data_toRAM  = 0;                      
            numNext     = 0;                      
            addr_toRAM  = 2;                      
            opcodeNext  = opcode;                 
            operandNext = operand;                
            PCnext      = PC;                     
            Wnext       = W;                      
            wrEn        = 0;                      
            stateNext = 6;
        end
        6: begin
            counterNext = 0;
            data_toRAM  = 0;                      
            addr_toRAM = data_fromRAM;            
            numNext = data_fromRAM;               
            opcodeNext  = opcode;                 
            operandNext = operand;                
            PCnext      = PC;                     
            Wnext       = W;                      
            wrEn        = 0;                      
            if(opcode == 3'b110)
                stateNext = 4;                    
            else if(opcode == 3'b100 || opcode == 3'b111)
                stateNext = 3;                    
            else
                stateNext = 2;                    
        end
        7: begin
            counterNext = counter + 1;
            if(counterNext <= num[3:0]) begin
                if(opcode == 3'b010) begin
                    if(num > 32 && num < 47)
                        Wnext = {W[0], W[15:1]};
                    else
                        Wnext = {W[14:0], W[15]};
                end
                stateNext = 7;
            end
            else begin
                stateNext = 0;
                PCnext    = PC + 1;
            end
        end
    endcase
end
endmodule
```
**flow/run.sh**
```bash
#!/bin/bash
# OpenROAD 26Q1-2900-gdf79404cd8, Yosys 0.63+post, stock flow scripts
make -C /OpenROAD-flow-scripts/flow DESIGN_CONFIG=/design/flow/config.mk WORK_HOME=/design/flow/orfs finish
```
**flow/config.mk**
```make
export PLATFORM = sky130hd
export DESIGN_NAME = projectCPU2021
export DESIGN_NICKNAME = projectCPU2021
export VERILOG_FILES = /design/flow/design.v
export SDC_FILE = /design/flow/constraint.sdc
export NUM_CORES = 4
export LEC_CHECK = 1
export CORE_UTILIZATION = 30
```
**flow/constraint.sdc**
```tcl
current_design projectCPU2021

set clk_period 7.3
set clk_io_pct 0.2

create_clock -name clk0 -period $clk_period [get_ports {clk}]

set non_clock_inputs [all_inputs -no_clocks]
set_input_delay [expr $clk_period * $clk_io_pct] -clock clk0 $non_clock_inputs
set_output_delay [expr $clk_period * $clk_io_pct] -clock clk0 [all_outputs]
```
==> results.sh <==
# implementation run metrics
export IMPL_status="finished, final reports clean"
export IMPL_post_place_ws_ps=2140
export IMPL_layout_drive_gt1_share_pct=7.86
export IMPL_avgSynthCellArea_sq_um=7.39
export IMPL_seqPwrFrac_pct=27.9
export IMPL_top_area_share_pct=21.4
export IMPL_min_from="counter[0]"
export IMPL_finalCritPeriodShare_pct=70.7
export IMPL_drv_slew=0
export IMPL_synth_area_leader_cell="edfxtp_1"
export IMPL_cp_startpoint="data_fromRAM[1]"
export IMPL_die_width_um=171
export IMPL_area_sequential_sq_mm=0.00197
export IMPL_synth_top_flop_cell="edfxtp_1"
export IMPL_numCtsBuffers=9
export IMPL_synth_distinct_cells=76
export IMPL_critPathSlowestCell="clkdlybuf4s50_1"
export IMPL_place_hpwl_mm=25.8
export IMPL_p_sw_mw=1.74
export IMPL_viasPerCell=6.13
export IMPL_core_sq_mm=0.0279
export IMPL_place_gp_congestion=0.990
export IMPL_maxCapViolations=0
export IMPL_synth_edff_count=61
export IMPL_clk_latency_ps=350
export IMPL_cp_max_fo=27
export IMPL_grt_pass1_vias=8947
export IMPL_post_cts_resized=0
export IMPL_max_slew_margin_pct=37.9
export IMPL_powerDensity_mw_per_mm2=357
export IMPL_layout_setup_ws_ps=2140
export IMPL_rr_startpoint="opcode[1]"
export IMPL_cp_start_kind="input pin"
export IMPL_antenna_found_initial=0
export IMPL_synth_stat_cells=1158
export IMPL_vias=9565
export IMPL_cts_path_max_buffers=2
export IMPL_routed_wl_mm=36.4
export IMPL_p_int_mw=1.82
export IMPL_cts_tree="done"
export IMPL_grtUsageTotal_pct=25.7
export IMPL_cts_setup_buffers=0
export IMPL_max_stage_delay_ps=760
export IMPL_ant_nets=0
export IMPL_grt_max_degree=56
export IMPL_ys_seq_share_pct=23.0
export IMPL_critPathArrivalTime_ps=3700
export IMPL_cp_required_ps=5840
export IMPL_finalCriticalPeriod_ps=5160
export IMPL_worstHoldPathType="reg -> reg"
export IMPL_wire_per_inst_um=23.3
export IMPL_log_warning_count=42
export IMPL_path_cells="clkdlybuf4s50_1 > buf_4 > o21a_1 > a221oi_1 > o21ai_0 > clkdlybuf4s50_1"
export IMPL_async_reset_ff_share_pct=0
export IMPL_fillerInstances=2909
export IMPL_drc=0
export IMPL_clock_skew_ps=10.4
export IMPL_rsz0062_at_grt="false"
export IMPL_tns_ps=0
export IMPL_grt_overflow_total=0
export IMPL_p_sw_share_pct=48.9
export IMPL_antenna_cells=0
export IMPL_clkPwrFrac_pct=13.3
export IMPL_cpMostUsedCell="clkdlybuf4s50_1"
export IMPL_ir_drop_uv=148
export IMPL_max_freq_mhz=194
export IMPL_top_cells_by_area="edfxtp_1 (21%), ha_1 (5.8%), nor2_1 (5.7%), a21oi_1 (5.7%), mux2i_1 (5.5%)"
export IMPL_path_clk_slew_ps=70
export IMPL_worstSetupPathType="in -> out"
export IMPL_ys_warn_count=1
export IMPL_setup_viol=0
export IMPL_cts_root_buffer="clkbuf_16"
export IMPL_dr_pass1_iters=5
export IMPL_ys_flops=68
export IMPL_fp_util_pct=30.6
export IMPL_yosys_area_sq_mm=0.00856
export IMPL_leakage_nw=3.66
export IMPL_htreeDepth=3
export IMPL_share_comb_of_total_power_pct=58.8
export IMPL_syn_area_sq_mm=0.00856
export IMPL_hold_viol=0
export IMPL_syn_inst=1158
export IMPL_die_area_sq_mm=0.0292
export IMPL_cp_end_kind="primary output"
export IMPL_layout_cells_non_filler=1561
export IMPL_grt_pass1_wl_mm=54.8
export IMPL_num_rows=61
export IMPL_dpl_cell_count=1545
export IMPL_first_iter_violations=1017
export IMPL_tightest_slew_ps=922
export IMPL_io_pins=77
export IMPL_place_port_buffers=76
export IMPL_postCtsHoldBufs=0
export IMPL_die_h_um=171
export IMPL_logic_area_sq_mm=0.00605
export IMPL_cts_num_sinks=68
export IMPL_area_delta_synth_final_pct=16.4
-- state kept, by name, summed over array words and instances (netlist names) --
signal,flops
PC,13
W,16
counter,4
num,16
operand,13
opcode,3
state,3
-- power groups by stage --
stage	combinational, mW	clock, mW	sequential, mW
final	2.09	0.473	0.991
after global routing	2.28	0.492	1.01
after CTS	2.05	0.479	0.979
-- cell families after synthesis --
family                   count (synthesis)  synth area share (%)
AND/OR/NAND/NOR                        469                  26.7
AND-OR/OR-AND                          350                  26.1
buffers and inverters                  144                  6.43
multiplexers                            69                  9.84
flip-flops                              68                  23.0
adder cells (fa/ha/maj)                 41                  6.08
XOR/XNOR                                17                  1.74
-- Yosys cell counts, types with 24 or more instances --
| master | count |
|---|---|
| nor3_1 | 39 |
| ha_1 | 40 |
| and3_1 | 40 |
| o21ai_0 | 81 |
| nor2_1 | 130 |
| a21oi_1 | 97 |
| clkbuf_1 | 79 |
| nand2b_1 | 24 |
| nand2_1 | 114 |
| mux2i_1 | 47 |
| inv_1 | 40 |
| nand3_1 | 32 |
| edfxtp_1 | 61 |
-- path summary, 6_finish.rpt --
kind                                       to  slack (ps)  cells after the start
worst max-delay path            addr_toRAM[1]        2140                      6
worst min-delay path               counter[0]         480                      1
worst max register to register           W[0]        4100                      7
worst min register to register     counter[0]         480                      1
-- layout by cell type (no fill, tap or decap), types with 33 or more instances in the layout --
cell	instances
ha_1	40
nand2_1	114
nor3_1	38
inv_1	40
buf_4	33
o21ai_0	81
clkdlybuf4s50_1	74
nor2_1	130
a21oi_1	97
edfxtp_1	61
and3_1	40
mux2i_1	47
-- critical path: cells and delay by family --
kind,cells,cell delay [ps]
buffers and inverters,3,1720
AOI/OAI and AO/OA,3,510
-- per-layer routing --
layer  vias to the layer above  wire [um]  GRT usage (%)
li1                       4363          -              -
met1                      4574      15500           37.5
met2                       544      16600           40.1
met3                        84       3280           4.07
met4                         0       1130           7.07
met5                         -          0              0
-- area by class of cell --
type                            instances  area share [%]
Clock buffer                            9            2.26
Tap cell                              378            4.75
Multi-Input combinational cell        946            60.7
Clock inverter                          7           0.829
Inverter                               44            1.66
Timing Repair Buffer                  109            10.0
Sequential cell                        68            19.8
-- per-stage QoR --
step           power (mW)  util, %  hold slack (ps)  instance area [sq um]
2_1_floorplan        2.15        -              433                   8560
3_3_place_gp         3.03     34.6              460                   9660
3_5_place_dp         3.03     34.6              461                   9660
4_1_cts              3.51     35.7              476                   9960
5_1_grt              3.78     35.7              489                   9960
6_report             3.55     35.7              480                   9960
Power and IR drop assume default switching activity.
